--- design/flow/run.sh ---
#!/bin/bash
# OpenROAD 26Q1-2900-gdf79404cd8, Yosys 0.63+post, stock flow scripts
make -C /OpenROAD-flow-scripts/flow DESIGN_CONFIG=/design/flow/config.mk WORK_HOME=/design/flow/orfs finish
--- design/flow/config.mk ---
export PLATFORM = sky130hd
export DESIGN_NAME = display
export DESIGN_NICKNAME = display
export VERILOG_FILES = /design/flow/design.v
export SDC_FILE = /design/flow/constraint.sdc
export NUM_CORES = 4
export LEC_CHECK = 1
export CORE_UTILIZATION = 40
--- design/flow/constraint.sdc ---
current_design display

set clk_period 6.1
set clk_io_pct 0.2

create_clock -name clk0 -period $clk_period [get_ports {clk}]

set non_clock_inputs [all_inputs -no_clocks]
set_input_delay [expr $clk_period * $clk_io_pct] -clock clk0 $non_clock_inputs
set_output_delay [expr $clk_period * $clk_io_pct] -clock clk0 [all_outputs]
--- design/flow/design.v ---
`timescale 1ns / 1ps
module Clock(
    clkAdj, clkReg, clkFast, clkBlink,
    clk
    );
    output       reg clkAdj;                 
    output       reg clkReg;                 
    output       reg clkFast;                
    output       reg clkBlink;               
    input        clk;                   
    integer regCounter;
    integer adjCounter;
    integer blinkCounter;
    integer fastCounter;  
    initial begin
        clkReg = 0;
        clkAdj = 0;
        clkFast = 0;
        clkBlink = 0;
     end
    always @ (posedge clk)
        begin
            if (regCounter == 50000000)  
                begin
                    clkReg = ~clkReg;
                    regCounter = 0;
                end
            if (adjCounter == 25000000)  
                begin
                    clkAdj = ~clkAdj;
                    adjCounter = 0;
                end
            if (blinkCounter == 10000000)
                begin
                    clkBlink = ~clkBlink;
                    blinkCounter = 0;
                end
            if (fastCounter == 200000)  
                begin
                    clkFast = ~clkFast;
                    fastCounter = 0;
                end    
            fastCounter = fastCounter + 1;
            blinkCounter = blinkCounter + 1;
            regCounter = regCounter + 1;
            adjCounter = adjCounter + 1;
        end
endmodule
`timescale 1ns / 1ps
module display (
input wire clk,
input wire btnU, btnL, btnR, btnD, btnP,
output reg hsync, vsync,
output reg [3:0] red, green, blue,
output wire [6:0] seg,
output wire [3:0] an
);
wire clkAdj, clkReg, clkFast, clkBlink;
   Clock clock_ (
          .clkAdj                  (clkAdj), 
          .clkReg                  (clkReg), 
          .clkFast                 (clkFast), 
          .clkBlink                (clkBlink),
          .clk                       (clk));
reg [9:0] hcount = 0;
reg [9:0] vcount = 0;
reg [1:0] counter = 0;
reg enable;
wire square_on, maze_on, collision, ghost_on, dots_on;
    reg [3:0]  digits [3:0];
    reg [3:0]  anode;
    reg [1:0]  index;
    reg [6:0]  segreg;
        reg dot1 = 0;  
    reg dot2 = 0;
    reg dot3 = 0;
    reg pse = 0;
    assign seg = ~segreg;
    assign an = ~anode;
	function [6:0] segments (input [3:0] digit);
       begin
        case (digit)
            4'b0000 : segments = 7'b0111111;
            4'b0001 : segments = 7'b0000110;
            4'b0010 : segments = 7'b1011011;
            4'b0011 : segments = 7'b1001111;
            4'b0100 : segments = 7'b1100110;
            4'b0101 : segments = 7'b1101101;
            4'b0110 : segments = 7'b1111101;
            4'b0111 : segments = 7'b0000111;
            4'b1000 : segments = 7'b1111111;
            4'b1001 : segments = 7'b1100111;
            default : segments = 7'b1111001;
        endcase
       end
   endfunction
   always @ (posedge clkBlink)
        begin
            digits[0] <= dot1 + dot2 + dot3;
        end
   always @ (posedge clkFast)
          begin
              index <= index + 1;
              anode <= 0;
              anode[index] <= 1;
              segreg <= segments(digits[index]);
         end
always @ (posedge clk)
begin
  if (counter == 3)
  begin
    counter <= 1'b0;
    enable <= 1'b1;
  end
  else
  begin
    counter <= counter + 1'b1;
    enable <= 1'b0;
  end
end
always @(posedge clk)
begin
  if (enable == 1)
  begin
    if(hcount == 799)
    begin
      hcount <= 0;
      if(vcount == 524)
        vcount <= 0;
      else 
        vcount <= vcount+1'b1;
    end
    else
      hcount <= hcount+1'b1;
  if (vcount >= 490 && vcount < 492) 
    vsync <= 1'b0;
  else
    vsync <= 1'b1;
  if (hcount >= 656 && hcount < 752) 
    hsync <= 1'b0;
  else
    hsync <= 1'b1;
  end
end
    localparam T_W = 50;  
    localparam T_H = 50;  
    reg [9:0] ph = 300;
    reg [9:0] pv = 300;
    reg [9:0] gh = 400;
    reg [9:0] gv = 200;
    localparam WALL_W = 10;
    localparam WALL_H = 400;
    localparam NEW_W = 50 + WALL_W;
    function maze (input [9:0] hcount, vcount);
        begin
         maze = (hcount >= 50) && (hcount < 50 + WALL_W) && (vcount >= 50) && (vcount < 50 + WALL_H) ||
                (hcount >= 50 + WALL_H) && (hcount < 50 + WALL_H + WALL_W) && (vcount >= 50) && (vcount < 50 + WALL_H) ||
                (vcount >= 50) && (vcount <= 50 + WALL_W) && (hcount >= 50) && (hcount <= 50 + WALL_H) ||
                (vcount >= 50 + WALL_H) && (vcount <= 50 + WALL_H + WALL_W) && (hcount >= 50) && (hcount <= 50 + WALL_H + WALL_W) ||
                (hcount >= NEW_W + 60) && (hcount <= NEW_W + 140) && (vcount >= NEW_W + 60) && (vcount <= NEW_W + 60 + WALL_W) ||
                (vcount >= NEW_W + 60) && (vcount <= NEW_W + 140) && (hcount >= NEW_W + 60) && (hcount <= NEW_W + 60 + WALL_W) ||
                (hcount >= NEW_W + 60) && (hcount <= NEW_W +140) && (vcount >= NEW_W + 310) && (vcount <= NEW_W + 310 + WALL_W) ||
                (vcount >= NEW_W + 240) && (vcount <= NEW_W + 320) && (hcount >= NEW_W + 60) && (hcount <= NEW_W + 60 + WALL_W) ||
                (hcount >= NEW_W + 240) && (hcount <= NEW_W + 320) && (vcount >= NEW_W + 60) && (vcount <= NEW_W + 60 + WALL_W) ||
                (vcount >= NEW_W + 60) && (vcount <= NEW_W + 140) && (hcount >= NEW_W + 310) && (hcount <= NEW_W + 310 + WALL_W) ||
                (hcount >= NEW_W + 240) && (hcount <= NEW_W +320) && (vcount >= NEW_W + 310) && (vcount <= NEW_W + 310 + WALL_W) ||
                (vcount >= NEW_W + 240) && (vcount <= NEW_W + 320) && (hcount >= NEW_W + 310) && (hcount <= NEW_W + 310 + WALL_W) ||
                (vcount >= NEW_W + 140) && (vcount <= NEW_W + 240) && (hcount >= NEW_W + 140) && (hcount <= NEW_W + 140 + WALL_W) ||
                (hcount >= NEW_W + 140) && (hcount <= NEW_W + 240) && (vcount >= NEW_W + 230) && (vcount <= NEW_W + 230 + WALL_W) || 
                (vcount >= NEW_W + 140) && (vcount <= NEW_W + 240) && (hcount >= NEW_W + 230) && (hcount <= NEW_W + 230 + WALL_W)                            
        ;
        end
    endfunction
    assign maze_on = maze(hcount, vcount);
    localparam DOT_W = 16;
    assign dots_on = dots(hcount, vcount);
    function dots (input [9:0] hcount, vcount);
    begin
        dots = (hcount >= NEW_W + 22) && (hcount < NEW_W + 22 + DOT_W) && (vcount >= NEW_W + 22) && (vcount < NEW_W + 22 + DOT_W) && !dot1
        || (hcount >= NEW_W + 22) && (hcount <= NEW_W + 22 + DOT_W) && (vcount >= NEW_W + 212) && (vcount <= NEW_W + 212 +  DOT_W)  && !dot2
        || (hcount >= NEW_W + 212) && (hcount <= NEW_W + 212 + DOT_W) && (vcount >= NEW_W + 22) && (vcount <= NEW_W + 22 +  DOT_W) && !dot3
        ;
    end
    endfunction
    function hit (input[9:0] ph, pv, gh, gv, delta);
        begin
            if (ph >= gh && ph - gh < delta)
            begin
                if (pv >= gv && pv - gv < delta)
                            hit = 1;
                else if (gv >= pv && gv - pv < delta)
                            hit = 1;
            end
            else if (gh >= ph && gh - ph < delta)
            begin
                    if (pv >= gv && pv - gv < delta)
                        hit = 1;
                    else if (gv >= pv && gv - pv < delta)
                        hit = 1;
            end
            else
                hit = 0;
        end
    endfunction
    function hitDot (input[9:0] ph, pv, gh, gv, delta);
        begin
            if (ph > gh && ph - gh < delta)
            begin
                if ( gv > pv && gv - pv < T_W)
                    hitDot = 1;
                else if (pv > gv && pv - gv < delta)
                    hitDot = 1;
            end
            else if (gh > ph && gh - ph < T_W)
            begin
                if (pv > gv && pv - gv < delta) 
                    hitDot = 1;  
                else if (gv > pv && gv - pv < T_W)
                    hitDot = 1;
            end
            else if (gv > pv && gv - pv < T_W)
            begin
                if (gh > ph && gh - ph < T_W)
                    hitDot = 1;
                else if (ph > gh && ph - gh < delta)
                    hitDot = 1;
            end
            else if (pv > gv && pv - gv < delta)
            begin
               if (gh > ph && gh - ph < T_W)
                   hitDot = 1;
               else if (ph > gh && ph - gh < delta)
                   hitDot = 1;
            end
            else
                hitDot = 0;
        end
    endfunction
    assign collision = hit(ph, pv, gh, gv, T_W);  
    function pacman (input [9:0] hcount, vcount);
        begin
         pacman = (hcount >= ph) && (hcount < ph + T_W) &&
                           (vcount >= pv) && (vcount < pv + T_H);
        end
    endfunction
    assign square_on = pacman(hcount, vcount);
    function ghost (input [9:0] hcount, vcount);
        begin
         ghost = (hcount >= gh) && (hcount < gh + T_W) &&
                           (vcount >= gv) && (vcount < gv + T_H);
        end
    endfunction
    assign ghost_on = ghost(hcount, vcount);
    localparam LEFT = 2'b10;
    localparam RIGHT = 2'b01;
    localparam UP = 2'b00;
    localparam DOWN = 2'b11;
    reg [1:0] dir_reg, dir_next;
        always @(posedge clk)
            dir_reg     <= dir_next;
    always @*
        begin
        dir_next <= dir_reg;    
           if (btnP)
             pse <= pse + 1;
        if(btnL && !btnR)      
            dir_next <= LEFT;  
        if(btnR && !btnL)      
            dir_next <= RIGHT;
        if (btnU && !btnD)     
            dir_next <= UP;
        if (btnD && !btnU)     
            dir_next <= DOWN;
        end
    integer gcount;  
    always @ (posedge clkFast)
        begin
            if (gcount == 15)
            begin
                gcount <= 0;
                if (pse == 0)
                begin
                if (gv < pv && !maze(gh, gv + T_W + 1) && !maze(gh + 10, gv + T_W + 1)&& !maze(gh + 20, gv + T_W + 1) && !maze(gh + 30, gv + T_W + 1) && !maze(gh + 40, gv + T_W + 1) && !maze(gh + 50, gv + T_W + 1))  
                    gv <= gv + 1;
                else if (gh > ph && !maze(gh - 1, gv) && !maze(gh - 1, gv + 10) && !maze(gh - 1, gv + 20) && !maze(gh - 1, gv + 30) && !maze(gh - 1, gv + 40) && !maze(gh - 1, gv + 50))
                    gh <= gh - 1;
                else if (gv > pv && !maze(gh, gv - 1) && !maze(gh + 10, gv - 1)&& !maze(gh + 20, gv - 1) && !maze(gh + 30, gv - 1) && !maze(gh + 40, gv - 1) && !maze(gh + 50, gv - 1))
                    gv <= gv - 1;
                else if (gh < ph && !maze(gh + T_W + 1, gv) && !maze(gh + T_W + 1, gv + 10)&& !maze(gh + T_W + 1, gv + 20) && !maze(gh + T_W + 1, gv + 30) && !maze(gh + T_W + 1, gv + 40)&& !maze(gh + T_W + 1, gv + 50))
                    gh <= gh + 1;
                else if (!maze(gh, gv + T_W + 1) && !maze(gh + 10, gv + T_W + 1)&& !maze(gh + 20, gv + T_W + 1) && !maze(gh + 30, gv + T_W + 1) && !maze(gh + 40, gv + T_W + 1) && !maze(gh + 50, gv + T_W + 1))  
                    gv <= gv + 1;
                else if (!maze(gh - 1, gv) && !maze(gh - 1, gv + 10) && !maze(gh - 1, gv + 20) && !maze(gh - 1, gv + 30) && !maze(gh - 1, gv + 40) && !maze(gh - 1, gv + 50))
                    gh <= gh - 1;
                else if (!maze(gh, gv - 1) && !maze(gh + 10, gv - 1)&& !maze(gh + 20, gv - 1) && !maze(gh + 30, gv - 1) && !maze(gh + 40, gv - 1) && !maze(gh + 50, gv - 1))
                    gv <= gv - 1;
                else if (!maze(gh + T_W + 1, gv) && !maze(gh + T_W + 1, gv + 10)&& !maze(gh + T_W + 1, gv + 20) && !maze(gh + T_W + 1, gv + 30) && !maze(gh + T_W + 1, gv + 40)&& !maze(gh + T_W + 1, gv + 50))
                    gh <= gh + 1;
                end
            end
            else
                gcount <= gcount + 1;
        end
    always @ (posedge clkFast)
        begin
            case(dir_reg)
                RIGHT: if (pse == 0 && !collision)
                        begin
                            if (!maze(ph + T_W + 1, pv) && !maze(ph + T_W + 1, pv + 10)&& !maze(ph + T_W + 1, pv + 20) && !maze(ph + T_W + 1, pv + 30) && !maze(ph + T_W + 1, pv + 40)&& !maze(ph + T_W + 1, pv + 50))  
                                ph <= ph + 1;
                        end
                LEFT:  if (pse == 0 && !collision)
                        begin
                            if (!maze(ph - 1, pv) && !maze(ph - 1, pv + 10) && !maze(ph - 1, pv + 20) && !maze(ph - 1, pv + 30) && !maze(ph - 1, pv + 40) && !maze(ph - 1, pv + 50))
                                ph <= ph - 1;
                        end
                UP:    if (pse == 0 && !collision) 
                        begin
                            if (!maze(ph, pv - 1) && !maze(ph + 10, pv - 1)&& !maze(ph + 20, pv - 1) && !maze(ph + 30, pv - 1) && !maze(ph + 40, pv - 1) && !maze(ph + 50, pv - 1))
                                pv <= pv - 1;
                        end
                DOWN:  if (pse == 0 && !collision) 
                        begin
                            if (!maze(ph, pv + T_W + 1) && !maze(ph + 10, pv + T_W + 1)&& !maze(ph + 20, pv + T_W + 1) && !maze(ph + 30, pv + T_W + 1) && !maze(ph + 40, pv + T_W + 1) && !maze(ph + 50, pv + T_W + 1))
                                pv <= pv + 1;
                        end
            endcase
            if (hitDot(ph, pv, NEW_W + 22, NEW_W + 22, DOT_W))  
                dot1 = 1;
            if (hitDot(ph, pv, NEW_W + 22, NEW_W + 212, DOT_W))  
                dot2 = 1;
            if (hitDot(ph, pv, NEW_W + 212, NEW_W + 22, DOT_W))  
                dot3 = 1;
        end
always @ (posedge clk)
begin
  if (enable)
  begin
    if (ghost_on)
    begin
        red <= 0;
        blue <= 3'b111;
        green <= 3'b111;
    end
    else if (square_on && collision)  
    begin
        red <= 3'b111;
        blue <= 0;
        green <= 3'b001;
    end
    else if (square_on)  
        begin
            red <= 3'b111;
            blue <= 3'b000;
            green <= 3'b111;
        end
    else if (maze_on)  
    begin
        red <= 3'b000;
        blue <= 3'b111;
        green <= 3'b000;
    end
    else if (dots_on)  
    begin
        red <= 3'b111;
        green <= 3'b101;
        blue <= 3'b110;
    end
    else 
    begin
      green <= 3'b000;
      blue <= 2'b00; 
      red <= 3'b000;
    end
  end 
end 
endmodule
==> Changelog: implementation <==
### Physical design

* Final min period at 3.49 ns
* Ant diodes at 0
* Worst slack, placed at 2.63 ns
* Endpoints left unconstrained at approximately 140
* Reg power frac at 0.517
* First DRT Iteration DRCs at 3449
* Die H at 274 um
* GR Util All Layers at 0.286
* Hold Path Class: reg2reg
* CP top delay family: AND-OR/OR-AND gates
* Final Setup Violations at 0
* Input/output buffers at 26
* Routed Antenna Nets at 0
* Max Slew Vio Count at 0
* Worst VDD drop at 0.174 mV
* CP Class: reg2reg
* Max Cap Viol at 0
* Synthesized area per cell at 7.26 um2
* Wire length on met1 at 49900 um
* Setup TNS at 0 ns
* Metal3 WL at 9730 um
* Most used DFF post-synth: dfxtp_1
* Chip area at approximately 0.075 mm2
* Flip-flops with a built-in enable at 72
* CP max FO at 13
* Worst Reg2Reg Path Length in Cells at 13
* R2r endpoint: red[1]
* H-Tree Depth at 3
* Post-CTS resize count at 0
* P_sw at 0.351 mW
* Slew @ Worst Pin at 1.04 ns
* Most used cell, CP: a21o_1
* Reg2reg start: vcount[1]
* Core footprint at 0.0731 mm2
* Cell Type Count at 124
* Synth warn at 19
* Critical path depth in cells at 13
* Cell internal pwr at a little over 1 mW
* Yosys chip area at 0.0296 mm2
* Slew HR at 0.299
* Critical Path RT at 6.22 ns
* Via/cell ratio at 6.46
* Num ports at 31
* CTS max path bufs at 2
* Routed WL per cell at 22.0 um
* # rows at 99
* Ys cells at 4077
* Synthesis-to-finish area growth at 3.51%
* Worst-Skew Late Latency at 0.38 ns
* Via count at 31600
* PwrDens at 44.4 mW/mm2
* Commonest Layout Cell: nand2_1
* Slowest CP cell: or4_1
* Ratio of cells with drive above 1 in the final layout at 0.0506
* Number of antenna violations at the first check in global routing at 0
* CP endpoint: red[1]
* Die Span X at 274 um
* Crit path cell chain: ha_1 > o21bai_1 > a21o_1 > a21o_1 > a21o_1 > a21o_1 > a21o_1 > a21o_1 > a21o_1 > a21oi_1 > a31oi_1 > or4_1 > a21boi_0
* Sw Ratio at 0.258
* Fin crit share at 0.572
* P_leak at between 10 and 15 nW
* Post-DP HPWL at ~80000 um
* Tool warnings at around 120
* Fp util at 0.405
* Status: finished clean
* Worst-path clk slew at roughly 0.080 ns
* Buffer and inverter count on the worst path at 0
* 1st-pass router iterations at 22
* Final wirelength at around 110000 um
* Number of global-route vias before repair at 28300
* Highest Signal Layer: met4
* Setup WS post-layout at 2.61 ns
* Final Skew at 0.0166 ns
* R2R Setup Slk at 2.61 ns
* Post-CTS setup buffer count at 0
* Most frequent cells in the layout: 379 x nand2_1, 347 x nor2_1, 303 x xnor2_1
* Register pins left without a clock at between 80 and 90
* TritonCTS buffer count at 9
* Global-route wire length before repair at 168000 um
* Synth Instances at 4077
* Clock power frac at 0.460
* Hold Violations, Final at 0
* Cts hold-fix bufs at 0
* Gate power share at 0.024
* Synthesized cell area at 0.0296 mm2
* WP data arrival at 3.61 ns
* CTS tree: built
* Met2 WL at about 45000 um
* Ys flops at 189
* Routability cong. at 1.04
* Total gr overflow at 0
* Startpoint Class: register
* Worst path max stage delay at 0.64 ns
* DR DRC count at 0
* Synth async-reset ratio at 0
* Largest net degree at the start of global routing at 73
* CP startpoint: vcount[1]
* Peak Freq at 287 MHz
* Unrepaired setup endpoints after global routing: false
* Root Buffer: clkbuf_16
* Critical path endpoint category: register
## logic make-up after synthesis
family                   share of synthesized area
buffers and inverters                       0.0580
adder cells (fa/ha/maj)                     0.0919
flip-flops                                   0.152
other                                     0.000254
XOR/XNOR                                     0.110
latches                                   0.000507
AND-OR/OR-AND                                0.280
AND/OR/NAND/NOR                              0.298
multiplexers                               0.00994
## routing by layer
layer	vias to the layer above	global-route usage
li1	15000	-
met1	14800	0.445
met2	1521	0.410
met3	208	0.0572
met4	0	0.0662
met5	-	0
## worst min path at each step
stage	from	to	slack, ns	cells after the start
6_report	counter[0]	counter[0]	0.43	1
5_1_grt	counter[0]	counter[0]	0.45	1
4_1_cts	counter[0]	counter[0]	0.43	1
## cells in the mapped netlist (all sizes together), types with 24 or more instances
library cell  count  area [um2]
mux2i            26         260
o32ai            24         210
nor3            142         722
nand2           381        1440
inv             134         503
o211ai           46         350
a31oi            71         444
buf             111         669
and3             61         382
xor2             53         479
a21oi           248        1260
ha              214        2680
nand4            99         641
a21o             75         563
dfxtp           116        2320
nor4             91         582
nand3b           24         180
nand2b           53         332
clkbuf          138         518
or3              31         199
nand3           182         916
o31ai            32         240
o2111ai          32         293
a21boi           30         225
and2             59         369
nor2            348        1310
o221ai           27         249
o22ai            39         244
edfxtp           72        2160
a211oi           44         375
xnor2           309        2750
or2              31         194
o21ai           225        1140
nor2b            70         438
## power groups by stage
stage,clock network (mW),registers (mW),logic [mW]
after CTS,0.651,0.702,0.0324
final,0.625,0.702,0.0324
after global routing,0.673,0.703,0.0354
## layout make-up
type | instances | area, um2
fillers | 7586 | 42500
multi-input cells | 3502 | 23400
flip-flops and latches | 189 | 4500
well taps | 959 | 1200
repair buffers | 83 | 688
inverters | 141 | 529
clock buffers | 9 | 225
clock inverters | 7 | 91.3
## through the flow
step           hold WS, ns  power, mW  cells  utilization  instance area [um2]
6_report             0.427       1.36   4890        0.419                30600
5_1_grt              0.447       1.41   4890        0.419                30600
4_1_cts              0.431       1.39   4890        0.419                30600
3_5_place_dp         0.416      0.750   4874        0.415                30300
3_3_place_gp         0.411      0.750   4874        0.415                30300
2_1_floorplan        0.386      0.737   4081            -                29600
Power is estimated from default activity; no workload was simulated.
